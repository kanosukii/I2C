--- run.sh ---
#!/bin/bash
# OpenROAD 26Q1-2900-gdf79404cd8, Yosys 0.63+post, stock flow scripts
make -C /OpenROAD-flow-scripts/flow DESIGN_CONFIG=/design/flow/config.mk WORK_HOME=/design/flow/orfs finish
--- config.mk ---
export PLATFORM = sky130hd
export DESIGN_NAME = i2c_master
export DESIGN_NICKNAME = i2c_master
export VERILOG_FILES = /design/flow/design.v
export SDC_FILE = /design/flow/constraint.sdc
export NUM_CORES = 4
export LEC_CHECK = 1
export CORE_UTILIZATION = 30
--- constraint.sdc ---
current_design i2c_master

set clk_period 1.8
set clk_io_pct 0.2

create_clock -name clk0 -period $clk_period [get_ports {clk}]

set non_clock_inputs [all_inputs -no_clocks]
set_input_delay [expr $clk_period * $clk_io_pct] -clock clk0 $non_clock_inputs
set_output_delay [expr $clk_period * $clk_io_pct] -clock clk0 [all_outputs]
--- design.v ---
module i2c_master#(
	parameter MAX = 255
)
(
	input clk,
	input rst,
	input [7:0]wdata,
	input [6:0]addr,
	input rw, 
	input start,
	output [7:0]rdata,
	output done,
	output scl,
	inout sda 
);
	localparam IDLE = 0, START = 1, STOP = 2; 
	localparam ACK_I = 3, DATA_W = 4, ADDR_W = 5;  
	localparam ADDR_R = 6, ACK_O = 7, DATA_R = 8;  
	localparam RESTART = 9;
	reg [3:0]state;
	reg [3:0]next_state;
	wire [$clog2(MAX+1)-1:0]clk_div;	
	reg sda_en,sda_out;
	assign sda = sda_en ? sda_out : 1'bz;
	wire rst_true = rst || (state == STOP);
	param_counter #(
	.MAX(MAX),
	.UP(1)
	)	u_clk_div	(
	.clk(clk),
	.rst(rst_true),
	.en(1'b1),
	.q(clk_div));
	wire [2:0]bit_cnt;
	wire bit_cnt_a;
	reg cnt_rst;
	param_counter #(
	.MAX(4'd8),
	.UP(0)
	)	u_counter (
	.clk(!scl),
	.rst(rst_true || cnt_rst),
	.en((state == ADDR_W) || (state == DATA_W) || (state == ADDR_R) || (state == DATA_R)),
	.q({bit_cnt_a,bit_cnt}));
	reg scl_out;
	reg scl_en;
	always @(posedge clk, posedge rst_true)begin
	if(rst_true)
		scl_out <= 1'b1;
	else if((clk_div == 0) && scl_en)
		scl_out <= !scl_out;
end
	assign scl = scl_out;
	always @(posedge clk, posedge rst)begin
	if(rst) 
		state <= IDLE;
	else if(clk_div == 0)
		state <= next_state;
end
	reg [1:0]ack_in_ctr;
	always @(*)begin
	case(state)
		IDLE:	next_state = start ? START : IDLE;
		START:next_state = ADDR_W;
		ADDR_W:	next_state = ((bit_cnt == 3'b0) && scl) ? ACK_I : ADDR_W;
		ACK_I:	begin 
		case(ack_in_ctr)
			2'b00: next_state = scl ? DATA_W : ACK_I;
			2'b01: next_state = scl ? STOP : ACK_I;
			2'b10: next_state = scl ? RESTART : ACK_I;
			2'b11: next_state = scl ? DATA_R : ACK_I;
	endcase
	end
		DATA_W:	next_state = ((bit_cnt == 3'b0) && scl) ? ACK_I : DATA_W;
		STOP:	next_state = IDLE;
		ADDR_R:	next_state = ((bit_cnt == 3'b0) && scl) ? ACK_I : ADDR_R;
		DATA_R:	next_state = ((bit_cnt == 3'b0) && scl) ? ACK_O : DATA_R;
		ACK_O:	next_state = scl ? STOP : ACK_O;
		RESTART: next_state = scl ? ADDR_R : RESTART;
		default: next_state = IDLE;
endcase
end
	wire [7:0]addrw = {addr,{1'b0}};
	wire [7:0]addrr = {addr,{1'b1}};
	reg in_flag;
	reg dataw_flag;
	reg restart_out;
	reg [7:0]rdata_temp;
	always @(*)begin
	ack_in_ctr = 2'b00;
	cnt_rst = 1'b0;
	case(state)
		IDLE: begin 
		scl_en = 1'b0;
		sda_en = 1'b1;
		sda_out = 1'b1;
	 end	
		START: begin
		scl_en = 1'b1;
		sda_en = 1'b1;
		sda_out = 1'b0;
		end
		ADDR_W: begin 
		scl_en = 1'b1;
		sda_en = 1'b1;
		sda_out = addrw[bit_cnt];
	 end	
		ACK_I: begin 
		cnt_rst = 1'b1;
		scl_en = 1'b1;
		sda_en = 1'b0;
		ack_in_ctr = (sda) ? 2'b01 : (rw ? (in_flag ? 2'b11 : 2'b10) : (dataw_flag ? 2'b01 : 2'b00));
	 end	
		DATA_W: begin 
		scl_en = 1'b1;
		sda_en = 1'b1;
		sda_out = wdata[bit_cnt];
	 end	
		STOP: begin 
		scl_en = 1'b1;
		sda_en = 1'b1;
		sda_out = 1'b0;
	 end
		ADDR_R: begin 
		scl_en = 1'b1;
		sda_en = 1'b1;
		sda_out = addrr[bit_cnt];
	 end	
		DATA_R: begin 
		scl_en = 1'b1;
		sda_en = 1'b0;
	 end	
		ACK_O: begin 
		scl_en = 1'b1;
		sda_en = 1'b1;
		sda_out = 1'b0;
	 end	
		RESTART: begin 
		scl_en = 1'b1;
		sda_en = 1'b1;
		sda_out = !restart_out;
	 end	
endcase
end
		always @(negedge scl,posedge rst_true)begin
		if(rst_true) rdata_temp<= 8'b0;
		else if(state == DATA_R)	rdata_temp[bit_cnt]<= sda;
end
	always @(negedge clk,posedge rst_true)begin
		if(rst_true) restart_out <= 1'b0;
		else if(state == RESTART && (clk_div == ((MAX+1) >> 1)) && scl)	restart_out <= 1'b1;
end
	always @(negedge scl,posedge rst_true)begin
		if(rst_true) in_flag <= 1'b0;
		else if(state == ADDR_R)	in_flag <= 1'b1;
end
	always @(negedge scl,posedge rst_true)begin
		if(rst_true) dataw_flag <= 1'b0;
		else if(state == DATA_W)	dataw_flag <= 1'b1;
end
	assign done = (state == STOP);
	assign rdata = rdata_temp;
endmodule
module param_counter #(
    parameter MAX = 255,
    parameter UP = 1   
) (
    input wire clk,
    input wire rst,
		input wire en,
    output reg [$clog2(MAX+1)-1:0] q
);
    always @(posedge clk or posedge rst) begin
        if (rst) begin
            q <= (UP ? 0 : MAX);
        end else if(en)begin
            if (UP) begin
                if (q == MAX)
                    q <= 0;
                else
                    q <= q + 1;
            end else begin
                if (q == 0)
                    q <= MAX;
                else
                    q <= q - 1;
            end
        end
    end
endmodule
==> results.txt <==
Physical implementation status

The first error in the log reads "[error] [KeplerFormal.cpp:679] Workflow failed: Iso has multiple drivers: .sda0, sda$_DLATCH_N_.Q0". The per-instance average area after synthesis stands at 9.89 µm². The post-synth area from yosys stat stands at 1810 µm². According to the logs, the last stage reached was clock tree synthesis (4_1_cts). The number of clock buffers inserted by TritonCTS stands at 3. For this run the detailed placement stage logged an HPWL of 2950 µm. The clock passes through at most 2 buffers.

Synthesis handed over a netlist of 183 instances. For this run, the leading register cell type out of synthesis is sky130_fd_sc_hd__dfrtp_1. According to the floorplan log, the row count is 27. The count of endpoints without a timing constraint stands at 25. The horizontal die dimension reported for this design is 79.7 µm. After synthesis, the netlist uses 49 different library cells. Input and output buffers added on the ports amount to 28. The number of buffers added for setup after CTS stands at 0. Post-CTS repair ended up resizing 2 cells. The cell area after synthesis stands at 1810 µm². The fraction of registers with async set or reset after synthesis stands at 0.944.

The initial core utilization stands at 0.319. Clock tree synthesis selected as its root buffer the cell sky130_fd_sc_hd__clkbuf_8. The boundary pin count stands at 30. After its last routability iteration, the placer logged a weighted congestion of 0.839. The die outline height stands at 79.7 µm.

The count of unclocked register or latch pins stands at 16. In the Yosys report the total cell count is 183. After detailed placement, the total cell area comes to 2290 µm².

Synthesis inferred 36 register bits. CTS built an H-tree with a depth of 1. The run stopped with a tool error. Per the placement report, the placed cell count is 294. The Yosys warning count stands at 4. The post-synth count of flops with an enable pin is 0.

The number of buffers added to fix hold violations after cts stands at 0.
## synthesized netlist by cell type (2+ instances only)
library cell | instances | area [µm²]
sky130_fd_sc_hd__a2111oi_0 | 3 | 26.3
sky130_fd_sc_hd__a21oi_1 | 5 | 25.0
sky130_fd_sc_hd__a221oi_1 | 3 | 26.3
sky130_fd_sc_hd__a22o_1 | 2 | 17.5
sky130_fd_sc_hd__a22oi_1 | 2 | 15.0
sky130_fd_sc_hd__and2_1 | 3 | 18.8
sky130_fd_sc_hd__clkbuf_1 | 3 | 11.3
sky130_fd_sc_hd__dfrtn_1 | 14 | 350
sky130_fd_sc_hd__dfrtp_1 | 17 | 425
sky130_fd_sc_hd__dfstp_2 | 3 | 78.8
sky130_fd_sc_hd__dlxtn_1 | 2 | 30.0
sky130_fd_sc_hd__ha_1 | 7 | 87.6
sky130_fd_sc_hd__inv_1 | 15 | 56.3
sky130_fd_sc_hd__mux2_2 | 4 | 45.0
sky130_fd_sc_hd__nand2_1 | 21 | 78.8
sky130_fd_sc_hd__nand2b_1 | 4 | 25.0
sky130_fd_sc_hd__nand3_1 | 6 | 30.0
sky130_fd_sc_hd__nor2_1 | 11 | 41.3
sky130_fd_sc_hd__nor3_1 | 4 | 20.0
sky130_fd_sc_hd__nor4_1 | 2 | 12.5
sky130_fd_sc_hd__o21ai_0 | 16 | 80.1
sky130_fd_sc_hd__o31ai_1 | 3 | 22.5
sky130_fd_sc_hd__or2_2 | 2 | 12.5
sky130_fd_sc_hd__or4_1 | 2 | 15.0
sky130_fd_sc_hd__xnor2_1 | 4 | 35.0
sky130_fd_sc_hd__xor2_1 | 2 | 17.5
## through the flow
stage	TNS, ps	setup WS, ps	util
after floorplan	-303	-295	-
after global placement	-245	-245	0.403
after detailed placement	-259	-259	0.403
## kinds of logic after synthesis
kind of cell,Yosys count,share of synthesized area
buffers and inverters,20,0.0463
DFF,34,0.472
adders and majority gates,7,0.0484
latches,2,0.0166
AOI/OAI and AO/OA,44,0.163
muxes,5,0.0304
and+or+nand+nor,65,0.194
xor gates and xnor gates,6,0.0290
